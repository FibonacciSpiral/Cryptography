===== flow/design.v =====
module EP_Operation(
	input [0:3] RightMost,  
	output [0:7] outputByte  
);
assign outputByte = { RightMost[3], RightMost[0], RightMost[1], RightMost[2],
							 RightMost[1], RightMost[2], RightMost[3], RightMost[0]};
endmodule
module Encrypt(
	input [7:0] PlainText,
	input [7:0] subKey1,
	input [7:0] subKey2,
	output [7:0] CipherText
);
wire [7:0] IP_out;
IP_Function m1(PlainText, IP_out);  
wire [7:0] FK1_out;
FK_operation m2(IP_out, subKey1, FK1_out);  
wire [7:0] SWAP_result;
SWAP m3(FK1_out, SWAP_result);  
wire [7:0] FK2_out;
FK_operation m4(SWAP_result, subKey2, FK2_out);  
IP_Inverse m5(FK2_out, CipherText);  
endmodule
module FK_operation(
	input [0:7] inputByte,
	input [0:7] Key,
	output [0:7] Fkout
);
wire [0:7] EPoutput;
EP_Operation A (inputByte[4:7], EPoutput);
wire [0:7] XOR_output;
XOR_Byte B (EPoutput, Key, XOR_output);
wire [0:3] Sboxout;
S0 C (XOR_output[0:3], Sboxout[0:1]);
S1 D (XOR_output[4:7], Sboxout[2:3]);
wire [0:3] P4out;
P4_Operation E (Sboxout[0:3], P4out);
wire [0:3] nibbleout;
XOR_Nibble F (P4out, inputByte[0:3], nibbleout);
assign Fkout = {nibbleout, inputByte[4:7]};
endmodule
module IP_Function(
	input [0:7] Plaintext,
	output [0:7] Scrabble	 
);
assign Scrabble = { Plaintext[1], Plaintext[5], Plaintext[2], Plaintext[0], 
						  Plaintext[3], Plaintext[7], Plaintext[4], Plaintext[6]};
endmodule
module IP_Inverse(
	input [0:7] inputText,	
	output [0:7] outputText
);
assign outputText = { inputText[3], inputText[0], inputText[2], inputText[4],
							 inputText[6], inputText[1], inputText[7], inputText[5]};
endmodule
module P4_Operation(
	input [0:3] inputNibble,
	output [0:3] outputNibble
);
assign outputNibble = { inputNibble[1], inputNibble[3], inputNibble[2], inputNibble[0] };
endmodule
module S0 (
    input [3:0] leftSide,    
    output reg [1:0] sBoxOut     
);
always@(*) begin
    case(leftSide)                           
        4'b0000 : sBoxOut = 2'b01;    
        4'b0001 : sBoxOut = 2'b11;    
        4'b0010 : sBoxOut = 2'b00;    
        4'b0011 : sBoxOut = 2'b10;    
        4'b0100 : sBoxOut = 2'b11;    
        4'b0101 : sBoxOut = 2'b01;    
        4'b0110 : sBoxOut = 2'b10;    
        4'b0111 : sBoxOut = 2'b00;    
        4'b1000 : sBoxOut = 2'b00;    
        4'b1001 : sBoxOut = 2'b11;    
        4'b1010 : sBoxOut = 2'b10;    
        4'b1011 : sBoxOut = 2'b01;    
        4'b1100 : sBoxOut = 2'b01;    
        4'b1101 : sBoxOut = 2'b11;    
        4'b1110 : sBoxOut = 2'b11;    
        4'b1111 : sBoxOut = 2'b10;    
		  default : sBoxOut = 2'b00;
    endcase
    end
endmodule
module S1 (
    input [3:0] rightSide,   
    output reg [1:0] sBoxOut     
);
always@(*) begin
    case(rightSide)                           
        4'b0000 : sBoxOut = 2'b00;    
        4'b0001 : sBoxOut = 2'b10;    
        4'b0010 : sBoxOut = 2'b01;    
        4'b0011 : sBoxOut = 2'b00;    
        4'b0100 : sBoxOut = 2'b10;    
        4'b0101 : sBoxOut = 2'b01;    
        4'b0110 : sBoxOut = 2'b11;    
        4'b0111 : sBoxOut = 2'b11;    
        4'b1000 : sBoxOut = 2'b11;    
        4'b1001 : sBoxOut = 2'b10;    
        4'b1010 : sBoxOut = 2'b00;    
        4'b1011 : sBoxOut = 2'b01;    
        4'b1100 : sBoxOut = 2'b01;    
        4'b1101 : sBoxOut = 2'b00;    
        4'b1110 : sBoxOut = 2'b00;    
        4'b1111 : sBoxOut = 2'b11;    
		  default: sBoxOut = 2'b00;
    endcase
    end
endmodule
module SWAP(
	input [0:7] inputByte,
	output [0:7] outputByte
);
assign outputByte = { inputByte[4:7], inputByte[0:3] };
endmodule
module XOR_Byte( 
	input [7:0] Byte_In_Left,
	input [7:0] Byte_In_Right,
	output [7:0] Byte_Out
);
assign Byte_Out = (Byte_In_Left & ~Byte_In_Right) | (~Byte_In_Left & Byte_In_Right);
endmodule
module XOR_Nibble( 
	input [3:0] Nibble_In_Left,
	input [3:0] Nibble_In_Right,
	output [3:0] Nibble_Out
);
assign Nibble_Out = (Nibble_In_Left & ~Nibble_In_Right) | (~Nibble_In_Left & Nibble_In_Right);
endmodule

===== flow/run.sh =====
#!/bin/bash
# OpenROAD 26Q1-2900-gdf79404cd8, Yosys 0.63+post, stock flow scripts
make -C /OpenROAD-flow-scripts/flow DESIGN_CONFIG=/design/flow/config.mk WORK_HOME=/design/flow/orfs finish

===== flow/config.mk =====
export PLATFORM = sky130hd
export DESIGN_NAME = Encrypt
export DESIGN_NICKNAME = Encrypt
export VERILOG_FILES = /design/flow/design.v
export SDC_FILE = /design/flow/constraint.sdc
export NUM_CORES = 4
export LEC_CHECK = 1
export CORE_AREA = 10 10 74 74
export DIE_AREA = 0 0 84 84

===== flow/constraint.sdc =====
current_design Encrypt

set clk_period 3.5
set clk_io_pct 0.2

create_clock -name clk0 -period $clk_period

set non_clock_inputs [all_inputs -no_clocks]
set_input_delay [expr $clk_period * $clk_io_pct] -clock clk0 $non_clock_inputs
set_output_delay [expr $clk_period * $clk_io_pct] -clock clk0 [all_outputs]

==> flow_metrics.env <==
# physical design summary
export IMPL_leakage_dissipation_nw=0.8549
export IMPL_number_of_max_cap_violations=0
export IMPL_cts_hold_buf=0
export IMPL_flop_count=0
export IMPL_grt_ovfl_total=0
export IMPL_grt_max_degree=10
export IMPL_initialDrtViolationCount=22
export IMPL_period_needed_ns=3.817
export IMPL_place_gp_congestion=0.8510
export IMPL_critical_path_max_stage_delay_ns=0.32
export IMPL_run_status="complete, but fails checks"
export IMPL_die_w_um=84
export IMPL_rows=23
export IMPL_antenna_violations_before_repair=0
export IMPL_slew_headroom=0.7913
export IMPL_firstDrtPassIters=4
export IMPL_setup_tns_final_ns=-0.4437
export IMPL_wire_length_of_the_first_global_routing_pass_um=4485
export IMPL_vias_in_the_first_global_route=962
export IMPL_route_detailed_wl_per_inst_um=11.73
export IMPL_synthDominantCellAreaShare=0.1558
export IMPL_crit_fanout=4
export IMPL_area_growth_synth_to_final_pct=105.6
export IMPL_footprint_of_the_multi_input_gates_um2=1011
export IMPL_detail_route_vias_per_cell=4.260
export IMPL_synth_top_cell_by_area="xnor3_1"
export IMPL_post_detailed_routing_wire_length_um=2522
export IMPL_yosys_warnings=2
export IMPL_ys_cells=92
export IMPL_synth_yosys_seq_area_share=0
export IMPL_timing_worst_slew_pin_value_ns=0.3112
export IMPL_drtAntennaViolNets=0
export IMPL_place_hpwl_um=2028
export IMPL_required_ns=2.80
export IMPL_crit_path_top_delay_cell="xnor3_2"
export IMPL_path_class="input port to output pin"
export IMPL_log_warning_count=38
export IMPL_report_final_slew_viol_count=0
export IMPL_synth_avg_cell_area_um2=9.425
export IMPL_floorplan_die_area_um2=7056
export IMPL_setup_ws_ns=-0.3168
export IMPL_mappedNetlistArea_um2=867.1
export IMPL_fmax_mhz=262.0
export IMPL_gr_usage_all_layers=0.07229
export IMPL_synthDistinctLibCells=36
export IMPL_die_h_um=84
export IMPL_yosys_stat_chipArea_um2=867.1
export IMPL_worst_setup_path_start_kind="input port"
export IMPL_port_buffer_count=32
export IMPL_rsz_0062_raised_after_global_routing="true"
export IMPL_path_cells="buf_8 -> xnor2_4 -> inv_2 -> ha_2 -> mux2_4 -> o21ai_2 -> xnor3_2 -> inv_4 -> ha_4 -> inv_4 -> mux2i_1 -> o21ai_1 -> a2bb2oi_1 -> nand4_1 -> a21oi_2 -> xnor2_2 -> buf_2"
export IMPL_placeableCoreArea_um2=3971
export IMPL_register_area_um2=0
export IMPL_hold_violations=0
export IMPL_finish_utilization=0.4490
export IMPL_drcViolationCount=0
export IMPL_final_min_period_over_clock_period=1.091
export IMPL_fillCellCount=356
export IMPL_violations="negative setup slack"
export IMPL_clock_buffers=0
export IMPL_synth_dominant_cell_count="xnor2_1"
export IMPL_min_delay_path_class="input port to output pin"
export IMPL_critical_path_most_common_cell="inv_4"
export IMPL_postSynthCellCount=92
export IMPL_finalSetupViolCount=2
export IMPL_most_instantiated_cells_after_synthesis="12 x xnor2_1, 10 x mux2i_1, 9 x inv_1"
export IMPL_ios=32
export IMPL_final_layout_size_suffix_gt1_frac=0.5697
export IMPL_num_vias=916
export IMPL_route_antenna_diode_count=0
export IMPL_power_density_nw_per_um2=334.1
export IMPL_placement_setup_worst_slack_ns=-1.264
export IMPL_setup_worst_path_end_class="output pin"
export IMPL_totalPowerFinal_w=0.0005957
export IMPL_netlist_top_cells_area="xnor3_1 16%, xnor2_1 12%, ha_1 12%"
export IMPL_hold_ws_ns=1.780
export IMPL_fp_util=0.2183
export IMPL_peakVddDrop_v=0.0001360
export IMPL_arrival_ns=3.12
==> layout make-up <==
| type | instances | share of cell area |
|---|---|---|
| multi-input combinational | 79 | 0.5670 |
| timing repair buffer | 75 | 0.3719 |
| tap | 50 | 0.03509 |
| inverter | 11 | 0.02596 |
==> through the flow <==
step | instances | instance area, um2
after floorplan | 92 | 904.6
after global placement | 201 | 1496
after detailed placement | 201 | 1496
after CTS | 214 | 1734
after global routing | 215 | 1783
final | 215 | 1783
==> cell usage in the layout, fill, tap and decap left out, types with 2 or more instances in the layout <==
cell type,count
a211oi_1,2
buf_2,5
buf_4,37
buf_6,10
buf_8,4
clkdlybuf4s50_1,16
dlygate4sd2_1,2
ha_1,4
ha_4,3
inv_1,3
inv_2,6
inv_4,2
mux2_4,4
mux2i_1,9
mux2i_4,2
nand2_1,3
nand3_1,2
nor2_1,2
nor3_1,3
o211ai_1,2
o21ai_1,2
xnor2_1,6
xnor2_2,5
xnor2_4,3
xnor3_1,4
xnor3_2,2
xor2_1,3
xor2_4,3
==> what timing repair did <==
action                     in CTS  in global routing
pin swaps                      22                  7
hold endpoints to repair        0                  0
buffers inserted               16                  3
setup endpoints to repair       8                  4
resized                       100                 16
==> critical path: cells and delay by family <==
family / cells / cell delay, ns
compound gates: 4 / 0.56
xor+xnor: 3 / 0.63
simple gates: 1 / 0.14
mux: 2 / 0.36
fa+ha+maj: 2 / 0.32
buf+inv: 5 / 0.41
==> layer usage <==
metal | global-route usage | up-vias | routed length, um
met2 | 0.1220 | 24 | 1177
met4 | 0 | 0 | 0
met5 | 0 | - | 0
met1 | 0.1005 | 426 | 1196
li1 | - | 466 | -
met3 | 0.01083 | 0 | 149
==> power breakdown <==
part	internal (W)	total (W)	switching, W
Combinational	0.000366	0.000596	0.000230
Clock	0	0	0
Sequential	0	0	0
Total	0.000366	0.000596	0.000230
==> cells by family after synthesis <==
logic type               share of synthesized area
AND/OR/NAND/NOR                            0.09382
adder cells (fa/ha/maj)                     0.1154
multiplexers                                0.2020
XOR/XNOR                                    0.4257
AND-OR/OR-AND                               0.1053
buffers and inverters                      0.05771
==> final timing paths <==
path / from / to / cells after the start / slack (ns)
max: subKey1[4] / CipherText[5] / 17 / -0.32
min: PlainText[1] / CipherText[7] / 4 / 1.78
Power is estimated from default activity; no workload was simulated.
