**run.sh**
```bash
#!/bin/bash
# OpenROAD 26Q1-2900-gdf79404cd8, Yosys 0.63+post, stock flow scripts
make -C /OpenROAD-flow-scripts/flow DESIGN_CONFIG=/design/flow/config.mk WORK_HOME=/design/flow/orfs finish
```
**config.mk**
```make
export PLATFORM = sky130hd
export DESIGN_NAME = Decrypt
export DESIGN_NICKNAME = Decrypt
export VERILOG_FILES = /design/flow/design.v
export SDC_FILE = /design/flow/constraint.sdc
export NUM_CORES = 4
export LEC_CHECK = 1
export CORE_AREA = 10 10 84 84
export DIE_AREA = 0 0 94 94
```
**constraint.sdc**
```tcl
current_design Decrypt

set clk_period 4.4
set clk_io_pct 0.2

create_clock -name clk0 -period $clk_period

set non_clock_inputs [all_inputs -no_clocks]
set_input_delay [expr $clk_period * $clk_io_pct] -clock clk0 $non_clock_inputs
set_output_delay [expr $clk_period * $clk_io_pct] -clock clk0 [all_outputs]
```
**design.v**
```verilog
module Decrypt(
    input [7:0] Ciphertext,
    input [7:0] subKey1,
    input [7:0] subKey2,
    output [7:0] Plaintext
);
wire [7:0] IP_out;
IP_Function m1(Ciphertext, IP_out);
wire [7:0] FK2_out;
FK_operation m2(IP_out, subKey2, FK2_out);
wire [7:0] SWAP_result;
SWAP m3(FK2_out, SWAP_result);
wire [7:0] FK1_out;
FK_operation m4(SWAP_result, subKey1, FK1_out);
IP_Inverse m5(FK1_out, Plaintext);
endmodule
module EP_Operation(
	input [0:3] RightMost,  
	output [0:7] outputByte  
);
assign outputByte = { RightMost[3], RightMost[0], RightMost[1], RightMost[2],
							 RightMost[1], RightMost[2], RightMost[3], RightMost[0]};
endmodule
module FK_operation(
	input [0:7] inputByte,
	input [0:7] Key,
	output [0:7] Fkout
);
wire [0:7] EPoutput;
EP_Operation A (inputByte[4:7], EPoutput);
wire [0:7] XOR_output;
XOR_Byte B (EPoutput, Key, XOR_output);
wire [0:3] Sboxout;
S0 C (XOR_output[0:3], Sboxout[0:1]);
S1 D (XOR_output[4:7], Sboxout[2:3]);
wire [0:3] P4out;
P4_Operation E (Sboxout[0:3], P4out);
wire [0:3] nibbleout;
XOR_Nibble F (P4out, inputByte[0:3], nibbleout);
assign Fkout = {nibbleout, inputByte[4:7]};
endmodule
module IP_Function(
	input [0:7] Plaintext,
	output [0:7] Scrabble	 
);
assign Scrabble = { Plaintext[1], Plaintext[5], Plaintext[2], Plaintext[0], 
						  Plaintext[3], Plaintext[7], Plaintext[4], Plaintext[6]};
endmodule
module IP_Inverse(
	input [0:7] inputText,	
	output [0:7] outputText
);
assign outputText = { inputText[3], inputText[0], inputText[2], inputText[4],
							 inputText[6], inputText[1], inputText[7], inputText[5]};
endmodule
module P4_Operation(
	input [0:3] inputNibble,
	output [0:3] outputNibble
);
assign outputNibble = { inputNibble[1], inputNibble[3], inputNibble[2], inputNibble[0] };
endmodule
module S0 (
    input [3:0] leftSide,    
    output reg [1:0] sBoxOut     
);
always@(*) begin
    case(leftSide)                           
        4'b0000 : sBoxOut = 2'b01;    
        4'b0001 : sBoxOut = 2'b11;    
        4'b0010 : sBoxOut = 2'b00;    
        4'b0011 : sBoxOut = 2'b10;    
        4'b0100 : sBoxOut = 2'b11;    
        4'b0101 : sBoxOut = 2'b01;    
        4'b0110 : sBoxOut = 2'b10;    
        4'b0111 : sBoxOut = 2'b00;    
        4'b1000 : sBoxOut = 2'b00;    
        4'b1001 : sBoxOut = 2'b11;    
        4'b1010 : sBoxOut = 2'b10;    
        4'b1011 : sBoxOut = 2'b01;    
        4'b1100 : sBoxOut = 2'b01;    
        4'b1101 : sBoxOut = 2'b11;    
        4'b1110 : sBoxOut = 2'b11;    
        4'b1111 : sBoxOut = 2'b10;    
		  default : sBoxOut = 2'b00;
    endcase
    end
endmodule
module S1 (
    input [3:0] rightSide,   
    output reg [1:0] sBoxOut     
);
always@(*) begin
    case(rightSide)                           
        4'b0000 : sBoxOut = 2'b00;    
        4'b0001 : sBoxOut = 2'b10;    
        4'b0010 : sBoxOut = 2'b01;    
        4'b0011 : sBoxOut = 2'b00;    
        4'b0100 : sBoxOut = 2'b10;    
        4'b0101 : sBoxOut = 2'b01;    
        4'b0110 : sBoxOut = 2'b11;    
        4'b0111 : sBoxOut = 2'b11;    
        4'b1000 : sBoxOut = 2'b11;    
        4'b1001 : sBoxOut = 2'b10;    
        4'b1010 : sBoxOut = 2'b00;    
        4'b1011 : sBoxOut = 2'b01;    
        4'b1100 : sBoxOut = 2'b01;    
        4'b1101 : sBoxOut = 2'b00;    
        4'b1110 : sBoxOut = 2'b00;    
        4'b1111 : sBoxOut = 2'b11;    
		  default: sBoxOut = 2'b00;
    endcase
    end
endmodule
module SWAP(
	input [0:7] inputByte,
	output [0:7] outputByte
);
assign outputByte = { inputByte[4:7], inputByte[0:3] };
endmodule
module XOR_Byte( 
	input [7:0] Byte_In_Left,
	input [7:0] Byte_In_Right,
	output [7:0] Byte_Out
);
assign Byte_Out = (Byte_In_Left & ~Byte_In_Right) | (~Byte_In_Left & Byte_In_Right);
endmodule
module XOR_Nibble( 
	input [3:0] Nibble_In_Left,
	input [3:0] Nibble_In_Right,
	output [3:0] Nibble_Out
);
assign Nibble_Out = (Nibble_In_Left & ~Nibble_In_Right) | (~Nibble_In_Left & Nibble_In_Right);
endmodule
```
==> results.ini <==
[place]
numPortBuffers = 32
dpl.cell_count = 222
gp_congestion = 0.764
hpwl_mm = 2.07
place_area_um2 = 1490

[detailed_routing]
postRouteAntennaNets = 0
wl_per_cell_um = 10.4
drc_errors = 0
viasPerCell = 3.67
num_antenna_cells = 0
vias = 829
drt_wl_total_mm = 2.36
firstDrtPassIters = 3
first_iter_violations = 27

[finish]
nClkBuffers = 0
design_area_um2 = 1590
lay_top_count = buf_4
postLayoutCoreUtil_pct = 30.5
area.combinational_um2 = 915
layout-drive-gt1-share_pct = 43.6
layout-area-overhead-vs-synth_pct = 83.3
mostFrequentLayoutCells = buf_4, clkdlybuf4s50_1, xnor2_1, mux2i_1, inv_2
layout.area.seq_um2 = 0
fin_cells = 226
n_fill_cell = 545
flops = 0

[synthesis]
ys_cells = 92
synth_cell_types = 36
ys_seq_share_pct = 0
ys.warnings.count = 2
avgSynthCellArea_um2 = 9.42
ys_area_um2 = 867
synthesis.area_um2 = 867
synth_cells = 92

[status]
status = complete, no violations

[floorplanning]
dieArea_um2 = 8840
die_w_um = 94
die_y_um = 94
num_rows = 26
core-area_um2 = 5200
fp-utilization_pct = 16.7
io_pins = 32

[pwr]
ir_drop_v = 0.0000940
leakage_nw = 0.768
pwr_density_cell_nw_per_um2 = 256

[flow_run]
drv_cap = 0
warnings = 38

[worst_setup_path]
crit_path_end_kind = output port
cp-start-kind = input pin
cp_slowest_stage_delay_ns = 0.31
cp_max_fo = 2
worstPathCellList = dlygate4sd2_1 -> xor2_2 -> buf_4 -> ha_1 -> mux2_4 -> xnor2_4 -> xnor2_2 -> ha_4 -> mux2_1 -> mux2i_1 -> xnor2_1 -> buf_2
criticalPathCategory = input pin to output port
crit_slowest_cell = mux2_4
cp.arrival_ns = 3.38
cp.required_ns = 3.52

[timing]
drv_slew = 0
hold_viol = 0
setup_violations = 0
timing.final.crit_period_ns = 4.26
hold_ws_ns = 2.16
fmax_ghz = 0.235
worst_slew_margin_rel_pct = 79.5
tightest_slew_ns = 0.307
rsz0062_at_grt = yes
finalCritPeriodShare_pct = 96.8

[global_route]
grt_antenna_before_repair = 0
grt_pass1_wl_mm = 3.95
track_usage_pct = 5.39
grt_max_degree = 10
use_met2_pct = 9.16
grt_overflow = 0
busiest_layer = met2
grtUsageMet1_pct = 7.08
grt_pass1_vias = 836
use_met3_pct = 1.45

[hold_path]
hp-class = input pin to output port

[clock_tree]
postCtsHoldBufs = 0

==> final cells by class <==
| type | instances | share of cell area [%] |
|---|---|---|
| inverters | 11 | 2.60 |
| repair buffers | 66 | 34.3 |
| multi-input cells | 79 | 57.6 |
| well taps | 70 | 5.51 |
==> per-stage QoR <==
| stage | total power [mW] | worst slack, ns | setup TNS, ns |
|---|---|---|---|
| floorplan | 0.199 | 0.408 | 0 |
| CTS | 0.401 | -0.00607 | -0.00607 |
| global route | 0.452 | -0.0840 | -0.0840 |
| detailed placement | 0.391 | -0.688 | -1.87 |
| finish | 0.407 | 0.142 | 0 |
| global placement | 0.390 | -0.684 | -1.80 |
==> synth_stat cells <==
cell | number | area [um^2]
xnor2_1 | 12 | 105
mux2i_1 | 10 | 100
inv_1 | 9 | 33.8
ha_1 | 8 | 100
xnor3_1 | 6 | 135
xor2_1 | 5 | 43.8
a211oi_1 | 3 | 22.5
nand2_1 | 3 | 11.3
nor3_1 | 3 | 15.0
inv_2 | 2 | 7.51
mux2_4 | 2 | 30.0
nand3_1 | 2 | 10.0
nor2_1 | 2 | 7.51
o211ai_1 | 2 | 15.0
o21ai_0 | 2 | 10.0
a21oi_1 | 1 | 5.00
a2bb2oi_1 | 1 | 8.76
and2_1 | 1 | 6.26
and3_1 | 1 | 6.26
buf_2 | 1 | 5.00
clkbuf_1 | 1 | 3.75
mux2_1 | 1 | 11.3
mux2_2 | 1 | 11.3
mux2i_4 | 1 | 22.5
nand2b_1 | 1 | 6.26
nand4_1 | 1 | 6.26
nor2b_1 | 1 | 6.26
o21a_1 | 1 | 7.51
o21ai_1 | 1 | 5.00
o31a_2 | 1 | 10.0
o31ai_1 | 1 | 7.51
or2_2 | 1 | 6.26
xnor2_2 | 1 | 16.3
xnor2_4 | 1 | 27.5
xor2_2 | 1 | 16.3
xor3_2 | 1 | 25.0
==> metal layers <==
metal / vias up / part of all wire, %
li1: 449 / -
met1: 362 / 46
met2: 18 / 45
met3: 0 / 9.0
met4: 0 / 0
met5: - / 0
==> repair_timing <==
item                       in CTS  in global routing
pin swaps                      14                  6
resized                        31                 18
buffers inserted                4                  0
setup endpoints to repair       4                  3
==> where the power goes <==
group / switching [mW] / internal [mW]
sequential: 0 / 0
clock: 0 / 0
combinational: 0.159 / 0.248
total: 0.159 / 0.248
==> cells by family after synthesis <==
logic type | count (synthesis) | share of synthesized area (%)
buffers and inverters | 13 | 5.77
adders and majority gates | 8 | 11.5
AOI/OAI and AO/OA | 13 | 10.5
muxes | 15 | 20.2
xor gates and xnor gates | 27 | 42.6
and+or+nand+nor | 16 | 9.38
==> critical path: cells and delay by family <==
kind | cells | cell delay, ns
mux | 3 | 0.77
xor+xnor | 4 | 0.67
fa+ha+maj | 2 | 0.53
buf+inv | 3 | 0.52
==> worst paths after layout <==
path          start           end  slack, ns  cells after the start
min   Ciphertext[3]  Plaintext[5]       2.16                      4
max      subKey2[0]  Plaintext[7]       0.14                     12
Power and IR drop assume default switching activity.
